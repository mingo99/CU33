<file path="design/flow/run.sh">
#!/bin/bash
# OpenROAD 26Q1-2900-gdf79404cd8, Yosys 0.63+post, stock flow scripts
make -C /OpenROAD-flow-scripts/flow DESIGN_CONFIG=/design/flow/config.mk WORK_HOME=/design/flow/orfs finish
</file>
<file path="design/flow/config.mk">
export PLATFORM = sky130hd
export DESIGN_NAME = rf_ifm
export DESIGN_NICKNAME = rf_ifm
export VERILOG_FILES = /design/flow/design.v
export SDC_FILE = /design/flow/constraint.sdc
export NUM_CORES = 4
export LEC_CHECK = 1
export CORE_AREA = 10 10 104 104
export DIE_AREA = 0 0 114 114
export SYNTH_HDL_FRONTEND = slang
</file>
<file path="design/flow/constraint.sdc">
current_design rf_ifm

set clk_period 1.5
set clk_io_pct 0.2

create_clock -name clk0 -period $clk_period [get_ports {clk}]

set non_clock_inputs [all_inputs -no_clocks]
set_input_delay [expr $clk_period * $clk_io_pct] -clock clk0 $non_clock_inputs
set_output_delay [expr $clk_period * $clk_io_pct] -clock clk0 [all_outputs]
</file>
<file path="design/flow/design.v">
typedef logic [32-1:0] sum_t;
typedef logic signed [7:0] mult_t;
typedef logic signed [32-1:0] sum_q[$];
module rf_ifm (
    input               clk,
    input               rstn,
    input  signed [7:0] ifm_in,
    input               ifm_read,
    output signed [7:0] ifm_buf0,
    output signed [7:0] ifm_buf1,
    output signed [7:0] ifm_buf2
);
    reg signed [7:0] ifm_buf[3];
    always @(posedge clk or negedge rstn)
        if (~rstn) begin
            for (int i = 0; i < 3; i = i + 1) begin
                ifm_buf[i] <= 0;
            end
        end else begin
            if (ifm_read) begin
                ifm_buf[2] <= ifm_buf[1];
                ifm_buf[1] <= ifm_buf[0];
                ifm_buf[0] <= ifm_in;
            end else begin
                ifm_buf[2] <= ifm_buf[2];
                ifm_buf[1] <= ifm_buf[1];
                ifm_buf[0] <= ifm_buf[0];
            end
        end
    assign ifm_buf0 = ifm_buf[0];
    assign ifm_buf1 = ifm_buf[1];
    assign ifm_buf2 = ifm_buf[2];
endmodule
</file>
==> PnR_summary.wiki <==
=== Synthesis and place and route ===
{| class="wikitable"
! Metric !! Value
|-
| Depth of the CTS H-tree || 1
|-
| Max capacitance violation total || 0
|-
| Post-synthesis cell type with the largest combined area || sky130_fd_sc_hd__dfrtp_1
|-
| Placer Congestion || 0.664
|-
| Routed wire length per instance || 11.7 µm
|-
| Most frequent cells after synthesis || 24 x sky130_fd_sc_hd__dfrtp_1, 20 x sky130_fd_sc_hd__mux2_4, 4 x sky130_fd_sc_hd__mux2_2, 2 x sky130_fd_sc_hd__buf_12, 1 x sky130_fd_sc_hd__buf_6
|-
| Pin count of the biggest net entering global routing || 25
|-
| Final number of setup-violating endpoints || 0
|-
| Max transition margin || 77.9%
|-
| Max-area cell share || 60.2%
|-
| Count of pins over their slew limit || 0
|-
| Skew final || 2.58 ps
|-
| Fillers || 956
|-
| Most instantiated flip-flop cell in the synthesis netlist || sky130_fd_sc_hd__dfrtp_1
|-
| Syn avg cell area || 19.6 µm²
|-
| Design area || 1550 µm²
|-
| Final worst path period share || 96.7%
|-
| Routed wire length || 2350 µm
|-
| First-pass GRT wire length || 3610 µm
|-
| Shortest period the worst path allows || 1450 ps
|-
| Clock sink count || 24
|-
| Post-cts hold buffer count || 0
|-
| Critical setup path kind || register to output port
|-
| CTS tree || done
|-
| Clock Tree Root || sky130_fd_sc_hd__clkbuf_8
|-
| CP endpoint kind || output port
|-
| Stage delay of the slowest cell on the critical path || 490 ps
|-
| Worst vdd ir || 0.000187 V
|-
| HP Class || input pin to asynchronous set/reset pin
|-
| Number of cells produced by synthesis || 51
|-
| Placeable core area || 8680 µm²
|-
| Static Leakage || 0.692 nW
|-
| Layout cell share with drive strength beyond 1 || 39.4%
|-
| Worst path required time || 1200 ps
|-
| Post-synthesis chip area from yosys || 997 µm²
|-
| Drt pass-1 iters || 3
|-
| DP HPWL || 1720 µm
|-
| Biggest fanout along the worst timing path || 3
|-
| Post-synthesis cell type with the largest instance count || sky130_fd_sc_hd__dfrtp_1
|-
| Init Core Util || 11.5%
|-
| Remaining Overflow, GRT || 0
|-
| X dimension of the die || 114 µm
|-
| Number of vias in the routed layout || 558
|-
| Cts bufs inserted || 3
|-
| Placed Cells incl. Taps || 192
|-
| Final Util || 17.8%
|-
| I/O pin count || 35
|-
| PwrDens || 1050 nW/µm²
|-
| Initial antenna violation count || 0
|-
| Clock latency of the later-clocked register in the worst-skew pair || 270 ps
|-
| CP cell instances || clkdlybuf4s50_1
|-
| Area of the die || 13000 µm²
|-
| Die Y || 114 µm
|-
| Number of synthesized register bits || 24
|-
| CP Buf/Inv Count || 1
|-
| Detailed router's first-iteration violation count || 26
|-
| Count of cell types in the netlist || 5
|-
| Count of library flops with an enable pin || 0
|-
| Gate family responsible for the most delay along the worst path || buffers and inverters
|-
| Clock slew at reported path FFs || 90 ps
|-
| Maximum operating frequency || 689 MHz
|-
| Area after detailed placement || 1440 µm²
|-
| Launching element type of the critical path || register
|-
| Number of global-route vias before repair || 612
|-
| Crit path arrival time || 1150 ps
|-
| Setup slack, reg-to-reg || 600 ps
|-
| Count of warning messages emitted by the tools || 25
|-
| Netlist Area Pre-Place || 997 µm²
|-
| GRT Overall Usage || 3.57%
|-
| Synth Seq Share || 60.2%
|-
| Clock Tree Buf Depth || 2
|-
| Outcome || finished clean
|-
| Slowest-stage cell, CP || sky130_fd_sc_hd__clkdlybuf4s50_1
|-
| Main area contributors after synthesis || sky130_fd_sc_hd__dfrtp_1 60%, sky130_fd_sc_hd__mux2_4 30%, sky130_fd_sc_hd__mux2_2 4.5%, sky130_fd_sc_hd__buf_12 4.0%, sky130_fd_sc_hd__buf_6 1.1%
|-
| Warning count from the yosys run || 0
|-
| Fraction of registers with async set/reset || 100%
|-
| Number of cells in Yosys stat || 51
|-
| # rows || 34
|-
| DRC Markers || 0
|-
| Final instance count without filler cells || 202
|-
| Synthesis-to-finish area growth || 55.0%
|-
| Final antenna diode count || 0
|-
| Final Hold Vio Count || 0
|-
| Pin slew with the least headroom to its limit || 331 ps
|-
| Port Buffer Count || 34
|-
| Via density per instance || 2.76
|-
| Antenna Violating Nets Remaining || 0
|}
==> cells in the final DEF (no fill, tap or decap) <==
master,synthesis,layout
sky130_fd_sc_hd__buf_12,2,1
sky130_fd_sc_hd__buf_2,0,1
sky130_fd_sc_hd__buf_4,0,8
sky130_fd_sc_hd__clkbuf_8,0,3
sky130_fd_sc_hd__clkdlybuf4s50_1,0,30
sky130_fd_sc_hd__dfrtp_1,24,24
sky130_fd_sc_hd__dlymetal6s2s_1,0,3
sky130_fd_sc_hd__mux2_2,4,4
sky130_fd_sc_hd__mux2_4,20,20
==> final timing paths <==
kind / endpoint / startpoint / cells after the start
setup / recovery: ifm_buf1[5] / ifm_buf1[5] / 1
hold / removal: ifm_buf0[2] / rstn / 2
setup reg to reg: ifm_buf0[1] / ifm_buf0[1] / 2
hold reg to reg: ifm_buf2[2] / ifm_buf2[2] / 1
max in group asynchronous: ifm_buf0[0] / rstn / 2
min in group clk0: ifm_buf1[5] / ifm_read / 2
==> cell families after synthesis <==
group / count (synthesis) / share of synthesized area, %
multiplexers: 24 / 34.6
flip-flops: 24 / 60.2
buffers and inverters: 3 / 5.14
==> flip-flops by register name, indices dropped and copies added, names as in the netlist <==
register and flops:
ifm_buf0 8, ifm_buf2 8, ifm_buf1 8
==> where the power goes <==
part / internal (W) / leakage [nW] / switching (W)
Clock: 0.000180 / 0.0216 / 0.000223
Sequential: 0.000743 / 0.281 / 0.0000645
Combinational: 0.000333 / 0.389 / 0.0000779
==> per-stage QoR <==
| stage | setup WS (ps) | TNS (ps) | hold WS (ps) | total power, W |
|---|---|---|---|---|
| 4_1_cts | 9.45 | 0 | 400 | 0.00164 |
| 3_3_place_gp | 304 | 0 | 492 | 0.00121 |
| 2_1_floorplan | 536 | 0 | 4.41 | 0.000953 |
| 5_1_grt | -7.10 | -7.10 | 415 | 0.00174 |
| 3_5_place_dp | 301 | 0 | 496 | 0.00121 |
| 6_report | 49.3 | 0 | 389 | 0.00162 |
==> layer usage <==
layer	GRT usage, %	vias up	part of all wire, %
met5	0	-	0
met4	0.334	0	0
met3	1.81	0	9.0
met2	5.13	18	44
met1	4.88	278	47
li1	-	262	-
==> area by class of cell <==
class | count | area, µm² | area share (%)
Sequential cell | 24 | 601 | 38.9
Timing Repair Buffer | 43 | 423 | 27.4
Clock buffer | 3 | 41.3 | 2.67
Multi-Input combinational cell | 24 | 345 | 22.3
Tap cell | 108 | 135 | 8.74
==> repair_timing <==
| action | CTS | global route |
|---|---|---|
| endpoints found under the setup margin | 0 | 7 |
| buffers inserted | 0 | 7 |
| resized | 0 | 3 |
Power is estimated from default activity; no workload was simulated.
