==> flow/design.v <==
typedef logic [32-1:0] sum_t;
typedef logic signed [7:0] mult_t;
typedef logic signed [32-1:0] sum_q[$];
module pea_ctrl #(
    parameter COL           = 8,
    parameter TILE_LEN      = 16,
    parameter CHN_WIDTH     = 4,
    parameter CHN_OFT_WIDTH = 6,
    parameter FMS_WIDTH     = 8,
    parameter PC_COL_WIDTH  = 4,    
    parameter PC_ROW_WIDTH  = 3
) (
    input  wire                 clk,
    input  wire                 rstn,
    input  wire [CHN_WIDTH-1:0] chi,
    input  wire [CHN_WIDTH-1:0] cho,
    input  wire                 stride,
    input  wire [FMS_WIDTH-1:0] ifm_size,     
    input  wire                 group,
    input  wire                 start_conv,
    output wire                 ifm_read,
    output wire                 wgt_read,
    output wire [      COL-1:0] pvalid,
    output wire                 ic_done,
    output wire                 oc_done,
    output wire                 conv_done
);
    localparam PC_ROW_WIDTH_S2 = PC_ROW_WIDTH - 1;
    localparam PC_COL_WIDTH_S2 = PC_COL_WIDTH - 1;
    localparam TC_COL_WIDTH = FMS_WIDTH - PC_COL_WIDTH_S2;
    localparam TC_ROW_WIDTH = FMS_WIDTH - PC_ROW_WIDTH_S2;
    localparam CH_CNT_WIDTH = CHN_WIDTH + CHN_OFT_WIDTH;
    wire [FMS_WIDTH-1:0] ofm_size;
    assign ofm_size = stride ? ((ifm_size - 3) >> 1) + 1'b1 : ifm_size - 2;
    wire [CH_CNT_WIDTH-1:0] ic_num, oc_num;
    assign ic_num = (chi << CHN_OFT_WIDTH) - 1'b1;
    assign oc_num = (cho << CHN_OFT_WIDTH) - 1'b1;
    wire [PC_ROW_WIDTH-1:0] tile_row_offset_s1 = ofm_size[PC_ROW_WIDTH-1:0];
    wire [PC_COL_WIDTH-1:0] tile_col_offset_s1 = ofm_size[PC_COL_WIDTH-1:0];
    wire [PC_ROW_WIDTH_S2-1:0] tile_row_offset_s2 = ofm_size[PC_ROW_WIDTH_S2-1:0];
    wire [PC_COL_WIDTH_S2-1:0] tile_col_offset_s2 = ofm_size[PC_COL_WIDTH_S2-1:0];
    wire [PC_COL_WIDTH-1:0] tile_col_offset = stride ? (tile_col_offset_s2 << 1) : tile_col_offset_s1;
    wire [PC_ROW_WIDTH-1:0] tile_row_offset = stride ? (tile_row_offset_s2 << 1) : tile_row_offset_s1;
    wire [TC_ROW_WIDTH-1:0] tc_row_max_s1 = |tile_row_offset_s1 ? ofm_size[FMS_WIDTH-1:PC_ROW_WIDTH] : ofm_size[FMS_WIDTH-1:PC_ROW_WIDTH]-1;
    wire [TC_COL_WIDTH-1:0] tc_col_max_s1 = |tile_col_offset_s1 ? ofm_size[FMS_WIDTH-1:PC_COL_WIDTH] : ofm_size[FMS_WIDTH-1:PC_COL_WIDTH]-1;
    wire [TC_ROW_WIDTH-1:0] tc_row_max_s2 = |tile_row_offset_s2 ? ofm_size[FMS_WIDTH-1:PC_ROW_WIDTH_S2] : ofm_size[FMS_WIDTH-1:PC_ROW_WIDTH_S2]-1;
    wire [TC_COL_WIDTH-1:0] tc_col_max_s2 = |tile_col_offset_s2 ? ofm_size[FMS_WIDTH-1:PC_COL_WIDTH_S2] : ofm_size[FMS_WIDTH-1:PC_COL_WIDTH_S2]-1;
    wire [TC_ROW_WIDTH-1:0] tc_row_max = stride ? tc_row_max_s2 : tc_row_max_s1;
    wire [TC_COL_WIDTH-1:0] tc_col_max = stride ? tc_col_max_s2 : tc_col_max_s1;
    reg [TC_ROW_WIDTH-1:0] tc_row;
    reg [TC_COL_WIDTH-1:0] tc_col;
    wire tile_row_last, tile_col_last;
    assign tile_row_last = tc_row == tc_row_max;
    assign tile_col_last = tc_col == tc_col_max;
    wire tile_done, tile_ver_done;
    wire [TC_ROW_WIDTH-1:0] tc_row_nxt = conv_done ? 'b0 : tc_row + tile_ver_done;
    wire [TC_COL_WIDTH-1:0] tc_col_nxt = tile_ver_done ? 'b0 : tc_col + tile_done;
    always @(posedge clk or negedge rstn) begin
        if (!rstn) begin
            tc_row <= 'b0;
            tc_col <= 'b0;
        end else begin
            tc_row <= tc_row_nxt;
            tc_col <= tc_col_nxt;
        end
    end
    reg [PC_COL_WIDTH-1:0] pc_col;
    wire [PC_COL_WIDTH-1:0] pc_col_max, pc_col_nxt;
    wire cnt_valid;
    assign pc_col_max = tile_col_last & (|tile_col_offset) ? tile_col_offset - 1 : TILE_LEN - 1;
    assign pc_col_nxt = ic_done ? 'b0 : pc_col + cnt_valid;
    always @(posedge clk or negedge rstn) begin
        if (!rstn) begin
            pc_col <= 'b0;
        end else begin
            pc_col <= pc_col_nxt;
        end
    end
    wire ic_last, oc_last;
    reg [CH_CNT_WIDTH-1:0] ic_cnt, oc_cnt;
    wire [CH_CNT_WIDTH-1:0] ic_cnt_nxt, oc_cnt_nxt;
    assign ic_cnt_nxt = ic_done ? (ic_last ? 'b0 : ic_cnt + 1'b1) : ic_cnt;
    assign oc_cnt_nxt = oc_done ? (oc_last ? 'b0 : oc_cnt + 1'b1) : oc_cnt;
    assign ic_last = group | (ic_cnt == ic_num);
    assign oc_last = oc_cnt == oc_num;
    always @(posedge clk or negedge rstn) begin
        if (!rstn) begin
            ic_cnt <= 'b0;
            oc_cnt <= 'b0;
        end else begin
            ic_cnt <= ic_cnt_nxt;
            oc_cnt <= oc_cnt_nxt;
        end
    end
    wire pc_col_last = pc_col == (TILE_LEN - 1);
    reg [4:0] flush_stage;
    always @(posedge clk or negedge rstn) begin
        if (!rstn) begin
            flush_stage <= 'b0;
        end else begin
            flush_stage <= {flush_stage[3:0], start_conv | (~conv_done & ic_done)};
        end
    end
    reg [4:0] conv_done_reg;
    always @(posedge clk or negedge rstn) begin
        if (!rstn) conv_done_reg <= 'b0;
        else conv_done_reg <= {conv_done_reg[3:0], conv_done};
    end
    localparam IDLE = 3'b001;
    localparam FLUSH = 3'b010;
    localparam CALC = 3'b100;
    reg [2:0] curr_state, next_state;
    always @(posedge clk or negedge rstn) begin
        if (!rstn) begin
            curr_state <= IDLE;
        end else begin
            curr_state <= next_state;
        end
    end
    always @(*) begin
        case (curr_state)
            IDLE: begin
                if (start_conv) next_state = FLUSH;
                else next_state = IDLE;
            end
            FLUSH: begin
                if (flush_stage[4]) next_state = CALC;
                else next_state = FLUSH;
            end
            CALC: begin
                if (conv_done) next_state = IDLE;
                else if (ic_done) next_state = FLUSH;
                else next_state = CALC;
            end
            default: next_state = IDLE;
        endcase
    end
    reg ifm_rd_col_msk_pre;
    always @(posedge clk or negedge rstn) begin
        if (!rstn) ifm_rd_col_msk_pre <= 1'b1;
        else if (ifm_rd_col_msk_pre)
            ifm_rd_col_msk_pre <= (&pc_col_max) | ~((pc_col == (pc_col_max - 1) & cnt_valid));
        else ifm_rd_col_msk_pre <= ic_done;
    end
    wire ifm_rd_col_msk;
    assign ifm_rd_col_msk = tile_col_last ? ifm_rd_col_msk_pre | ic_done : ifm_rd_col_msk_pre;
    assign ifm_read = (start_conv | (|curr_state[2:1])) & ifm_rd_col_msk;
    assign wgt_read = start_conv | (~conv_done & ic_done) | (|flush_stage[1:0]);
    assign cnt_valid = curr_state[2] | (curr_state[1] & (|flush_stage[4:2]));
    reg [2:0] pvalid_s1_reg;
    always @(posedge clk or negedge rstn) begin
        if (!rstn) pvalid_s1_reg <= 'b0;
        else pvalid_s1_reg <= {pvalid_s1_reg[1:0], cnt_valid};
    end
    reg pvalid_s2_reg;
    always @(posedge clk or negedge rstn) begin
        if (!rstn) begin
            pvalid_s2_reg <= 'b0;
        end else if (pvalid_s1_reg[1]) begin
            pvalid_s2_reg <= ~pvalid_s2_reg;
        end
    end
    wire pvalid_s2;
    assign pvalid_s2 = pvalid_s1_reg[2] & pvalid_s2_reg;
    reg vld_col_msk_pre;
    always @(posedge clk or negedge rstn) begin
        if (!rstn) vld_col_msk_pre <= 1'b1;
        else if (vld_col_msk_pre)
            vld_col_msk_pre <= (&pc_col_max) | ~((pc_col == pc_col_max) & cnt_valid);
        else vld_col_msk_pre <= ic_done;
    end
    reg [2:0] vld_col_msk_reg;
    always @(posedge clk or negedge rstn) begin
        if (!rstn) vld_col_msk_reg <= 3'b111;
        else vld_col_msk_reg <= {vld_col_msk_reg[1:0], vld_col_msk_pre};
    end
    wire pvalid_unmsk, vld_col_msk, pvalid_single;
    assign vld_col_msk   = vld_col_msk_reg[2];
    assign pvalid_unmsk  = stride ? pvalid_s2 : pvalid_s1_reg[2];
    assign pvalid_single = pvalid_unmsk & vld_col_msk;
    wire vld_row_msk_vld;
    assign vld_row_msk_vld = tile_row_last & (|tile_row_offset);
    reg [2:0] vld_row_msk_vld_reg;
    always @(posedge clk or negedge rstn) begin
        if (!rstn) vld_row_msk_vld_reg <= 'b0;
        else vld_row_msk_vld_reg <= {vld_row_msk_vld_reg[1:0], vld_row_msk_vld};
    end
    wire [COL-1:0] vld_row_msk;
    assign vld_row_msk = vld_row_msk_vld_reg[2] ? ({COL{1'b1}} >> (COL - tile_row_offset)) : {COL{1'b1}};
    assign pvalid = {COL{pvalid_single}} & vld_row_msk;
    assign ic_done = pc_col_last & cnt_valid;
    assign oc_done = ic_last & ic_done;
    assign tile_done = oc_last & oc_done;
    assign tile_ver_done = tile_col_last & tile_done;
    assign conv_done = tile_row_last & tile_ver_done;
endmodule
==> flow/constraint.sdc <==
current_design pea_ctrl

set clk_period 7.0
set clk_io_pct 0.2

create_clock -name clk0 -period $clk_period [get_ports {clk}]

set non_clock_inputs [all_inputs -no_clocks]
set_input_delay [expr $clk_period * $clk_io_pct] -clock clk0 $non_clock_inputs
set_output_delay [expr $clk_period * $clk_io_pct] -clock clk0 [all_outputs]
==> flow/run.sh <==
#!/bin/bash
# OpenROAD 26Q1-2900-gdf79404cd8, Yosys 0.63+post, stock flow scripts
make -C /OpenROAD-flow-scripts/flow DESIGN_CONFIG=/design/flow/config.mk WORK_HOME=/design/flow/orfs finish
==> flow/config.mk <==
export PLATFORM = sky130hd
export DESIGN_NAME = pea_ctrl
export DESIGN_NICKNAME = pea_ctrl
export VERILOG_FILES = /design/flow/design.v
export SDC_FILE = /design/flow/constraint.sdc
export NUM_CORES = 4
export LEC_CHECK = 1
export CORE_UTILIZATION = 50
export SYNTH_HDL_FRONTEND = slang
==> job_summary.md <==
### Flow metrics

| Metric | Value |
|---|---|
| Gpl congestion | `0.906` |
| Capturing point of the worst reg2reg path | `ifm_rd_col_msk_pre$_DFF_PN1_` |
| Max-slew headroom | `54.7%` |
| Instance tally after logic synthesis | `between 500 and 600` |
| Share of total power in sequential cells | `41.3%` |
| Overall via count from detail_route | `3809` |
| Wire per inst | `13.9 um` |
| Clock-pin slew on the worst setup and hold paths | `0.10 ns` |
| Class of the most critical hold timing path | `reg2reg` |
| Min-delay src | `vld_col_msk_reg[1]$_DFF_PN1_` |
| Largest area contributor in the netlist | `sky130_fd_sc_hd__dfrtp_1` |
| Fraction of the core area occupied by cells at floorplan | `51.6%` |
| Worst Setup End Kind | `primary output` |
| Clock sink count | `55` |
| Total Routed Length | `9700 um` |
| Port buffer count | `33` |
| Net switching fraction of the power | `34.6%` |
| Core area | `between 8000 and 9000 um2` |
| TritonCTS clock tree | `yes` |
| Post-synthesis chip area from yosys | `4480 um2` |
| Worst setup slack for register-to-register paths | `approximately 3.4 ns` |
| Buffer type at the clock tree root | `sky130_fd_sc_hd__clkbuf_8` |
| Final number of setup-violating endpoints | `0` |
| Number of levels in the clock H-tree | `2` |
| Vias in the first global route | `3520` |
| Pwr per Cell Area | `182 nW/um2` |
| Number of enable-type register cells in the synthesized netlist | `0` |
| Netlist Area Pre-Place | `4480 um2` |
| Hold buffer count at CTS | `0` |
| Yosys cell count | `504` |
| GRT Residual Overflow | `0` |
| Clock latency on the worst-skew pair | `0.31 ns` |
| First-pass DRT Iterations | `4` |
| Worst Hold Path EP | `vld_col_msk_reg[2]$_DFF_PN1_` |
| Syn-to-layout area delta | `25.2%` |
| Run status | `finished clean` |
| Part of the power in combinational logic | `40.8%` |
| Fraction of layout cells with a size suffix above 1 | `24.3%` |
| Final period utilization | `96.9%` |
| Initial DRC count | `100` |
| Warning total across the stage logs | `28` |
| Post-layout minimum cycle time | `between 6 and 7 ns` |
| Pin count of the biggest net entering global routing | `56` |
| Global-route total usage across every layer | `21.8%` |
| Data arrival time of the critical path | `roughly 5.4 ns` |
| Fraction of power consumed by the clock network | `17.9%` |
| Highest-count cells in the layout ignoring fill and taps | `sky130_fd_sc_hd__buf_4, sky130_fd_sc_hd__nor2_1, sky130_fd_sc_hd__dfrtp_1, sky130_fd_sc_hd__xnor2_1, sky130_fd_sc_hd__nand2_1` |
| Boundary pin count | `34` |
| Synth area leaders | `sky130_fd_sc_hd__dfrtp_1, sky130_fd_sc_hd__xnor2_1, sky130_fd_sc_hd__ha_1` |
| Detailed placer's ending HPWL | `approximately 7200 um` |
| Leakage | `2.41 nW` |
| Final max-slew violation count | `0` |
| Worst reg2reg path depth | `18` |
| Yosys cell types | `82` |
| Height of the die | `96.7 um` |
| Area of all placed cells without fillers | `~5600 um2` |
| Antenna violations before repair | `0` |
| Number of vias per cell | `5.46` |
| Synth Area per Inst | `8.89 um2` |
| Fraction of registers with async set/reset | `100%` |
| Worst setup path category | `in2out` |
| Kind of launch point of the worst setup path | `primary input` |
| Most common flop cell mapped by yosys | `sky130_fd_sc_hd__dfrtp_1` |
| Residual DRC | `0` |
| Clock tree buffer depth | `2` |
| Max-cap violations | `0` |
| Yosys reg bits | `55` |
| Power Internal | `0.667 mW` |
| Arithmetic-cell share of the synthesized area counting full adders, half adders and majority gates | `under 10%` |
| And+or+nand+nor area frac | `26.6%` |
| Proportion of synthesized chip area in sequential cells | `30.9%` |
| Wire length of the first global-routing pass | `16700 um` |
| Number of nets with antenna violations after routing | `0` |
| Compound-cell area share of the yosys netlist | `between 10% and 20%` |
| Xor and xnor area share after synthesis | `15.7%` |
| Diodes inserted | `0` |
| Top logic cell family in the synthesized netlist | `simple AND/OR/NAND/NOR gates` |
| Die boundary width | `just under 100 um` |
| Synth Warn # | `0` |
| Post-layout instance count excluding filler cells | `about 700` |
| Max IR drop VDD | `approximately 0.16 mV` |
| Critical register-to-register path startpoint | `tc_col[4]$_DFF_PN0_` |
| Setup Skew | `between 0.01 and 0.015 ns` |
| Share of the synthesized area in the top cell type | `27.4%` |
| TritonCTS Buffers | `5` |
| Standard-cell row count | `34` |
| Most numerous logic cell after layout | `sky130_fd_sc_hd__buf_4` |
| Maximum achievable frequency | `147 MHz` |
| Hold depth | `0` |
| Required @ worst endpoint | `approximately 5.6 ns` |
| Post-synthesis mux area share | `2.12%` |
| Sw power | `around 0.35 mW` |
| Area enclosed by the die boundary | `about 9300 um2` |
| Post-place instance area | `between 5000 and 6000 um2` |
| Worst Max-Slew Pin Slew | `0.679 ns` |
| Total placed cells including tap cells | `674` |
| Fin. Hold Viols | `0` |
| Biggest fanout along the worst timing path | `4` |
| Registers with the most flip-flops | `ic_cnt (10), oc_cnt (10), tc_row (6)` |
-- worst max-delay path by stage --
stage               to   startpoint  depth (start not counted)  slack (ns)
CTS           ifm_read  ifm_size[1]                         23         0.1
global route  ifm_read  ifm_size[1]                         23       -0.06
finish        ifm_read  ifm_size[1]                         23        0.21
-- cells in the mapped netlist, types with 4 or more instances --
library cell,n
sky130_fd_sc_hd__and3_1,11
sky130_fd_sc_hd__nor4_1,5
sky130_fd_sc_hd__inv_1,14
sky130_fd_sc_hd__nor2b_1,8
sky130_fd_sc_hd__nand2_1,43
sky130_fd_sc_hd__and2_1,4
sky130_fd_sc_hd__o21ai_1,4
sky130_fd_sc_hd__clkbuf_1,12
sky130_fd_sc_hd__a31oi_1,4
sky130_fd_sc_hd__o31ai_1,4
sky130_fd_sc_hd__buf_6,5
sky130_fd_sc_hd__nand3_1,28
sky130_fd_sc_hd__xor2_1,24
sky130_fd_sc_hd__dfstp_2,6
sky130_fd_sc_hd__a21oi_1,20
sky130_fd_sc_hd__nand2b_1,5
sky130_fd_sc_hd__dfrtp_1,49
sky130_fd_sc_hd__ha_1,21
sky130_fd_sc_hd__mux2i_1,5
sky130_fd_sc_hd__nor2_1,54
sky130_fd_sc_hd__or3_1,5
sky130_fd_sc_hd__nor3_1,17
sky130_fd_sc_hd__or2_2,4
sky130_fd_sc_hd__buf_2,5
sky130_fd_sc_hd__xnor2_1,47
sky130_fd_sc_hd__o21ai_0,17
-- cells by family (layout without fill, tap and decap cells) --
logic type,count (synthesis),count (layout)
flops,55,55
xor+xnor,75,75
buf+inv,40,125
fa+ha+maj,21,21
mux,8,8
simple gates,217,217
compound gates,88,88
-- critical path, cell delays in order --
cell and delay [ns]:
sky130_fd_sc_hd__clkbuf_2 0.15, sky130_fd_sc_hd__ha_4 0.19, sky130_fd_sc_hd__buf_4 0.14, sky130_fd_sc_hd__and4_1 0.19, sky130_fd_sc_hd__a211oi_2 0.28, sky130_fd_sc_hd__xor2_1 0.23, sky130_fd_sc_hd__nor2_1 0.09, sky130_fd_sc_hd__nor2_2 0.12
sky130_fd_sc_hd__ha_2 0.19, sky130_fd_sc_hd__nand4b_1 0.14, sky130_fd_sc_hd__a211oi_2 0.25, sky130_fd_sc_hd__buf_4 0.14, sky130_fd_sc_hd__buf_4 0.11, sky130_fd_sc_hd__xor2_1 0.19, sky130_fd_sc_hd__nand2_1 0.10, sky130_fd_sc_hd__a21oi_1 0.15
sky130_fd_sc_hd__o21ai_1 0.07, sky130_fd_sc_hd__nand4b_1 0.27, sky130_fd_sc_hd__buf_4 0.21, sky130_fd_sc_hd__nor2_2 0.10, sky130_fd_sc_hd__a21oi_1 0.07, sky130_fd_sc_hd__nor2_1 0.13, sky130_fd_sc_hd__clkdlybuf4s50_1 0.47
-- what timing repair did --
| item | CTS | global route |
|---|---|---|
| pin swaps | 12 | 16 |
| resized | 21 | 27 |
| setup buffers | 10 | 5 |
| setup endpoints to repair | 3 | 3 |
-- power by group through the flow --
stage	logic, mW	registers, mW	clock network (mW)
finish	0.416	0.421	0.182
global route	0.466	0.428	0.203
CTS	0.403	0.420	0.191
-- through the flow --
step                setup slack (ns)  TNS (ns)  util (%)  total power [mW]  hold slack (ns)
global route                 -0.0616   -0.0707      64.7              1.10            0.368
detailed placement            -0.253    -0.705      59.9             0.808            0.338
floorplan                      0.537         0         -             0.662            0.331
finish                         0.214         0      64.7              1.02            0.360
CTS                           0.0992         0      62.9              1.01            0.361
global placement              -0.207    -0.545      59.9             0.806            0.333
-- final cells by class --
type	count	area [um2]
clock buffers	5	68.8
clock inverters	3	27.5
fillers	719	3070
inverters	16	60.1
multi-input cells	409	3100
flip-flops and latches	55	1380
well taps	108	135
repair buffers	101	833
-- routing by layer --
layer / vias to the layer above / GRT usage, % / wire length, um
met4: 0 / 1.61 / 79
met5: - / 0 / 0
li1: 1961 / - / -
met2: 29 / 32.5 / 4180
met1: 1813 / 37.3 / 5250
met3: 6 / 1.76 / 187
Power is estimated from default activity; no workload was simulated.
