$ cat design/flow/design.v
typedef logic [32-1:0] sum_t;
typedef logic signed [7:0] mult_t;
typedef logic signed [32-1:0] sum_q[$];
module fifomem #(
    parameter DWIDTH = 25,
    parameter AWIDTH = 4
) (   
    input  wire              clk, wen,
    input  wire [AWIDTH-1:0] waddr, raddr,
    input  wire [DWIDTH-1:0] wdata,
    output wire [DWIDTH-1:0] rdata
);   
    localparam DEPTH = 1 << AWIDTH;
    reg [DWIDTH-1:0] mem[DEPTH];
    always @(posedge clk) begin
        if (wen) mem[waddr] <= wdata;
    end
    assign rdata = mem[raddr];
endmodule
module psum_add #(
    parameter DWIDTH = 25
) (
    input  wire                     clk,
    input  wire                     rstn,
    input  wire signed [DWIDTH-1:0] pe0_data,
    input  wire signed [DWIDTH-1:0] pe1_data,
    input  wire signed [DWIDTH-1:0] pe2_data,
    input  wire signed [DWIDTH-1:0] psum_in,
    output reg signed  [DWIDTH-1:0] psum_out
);
    reg signed [DWIDTH-1:0] psum0;
    reg signed [DWIDTH-1:0] psum1;
    always @(posedge clk or negedge rstn) begin
        if (!rstn) begin
            psum0 <= 0;
            psum1 <= 0;
            psum_out <= 0;
        end else begin
            psum0 <= pe0_data + pe1_data;
            psum1 <= pe2_data + psum_in;
            psum_out <= psum0 + psum1;
        end
    end
endmodule
module rf_psum #(
    parameter DWIDTH = 32,
    parameter AWIDTH = 4
) (
    input wire clk,
    input wire rstn,
    input wire data_valid,
    input wire ic_done,
    input wire oc_done,
    input wire signed [DWIDTH-1:0] pe0_data,
    input wire signed [DWIDTH-1:0] pe1_data,
    input wire signed [DWIDTH-1:0] pe2_data,
    output wire                     result_valid,
    output wire signed [DWIDTH-1:0] result
);
    wire ping_full, ping_empty, ping_wren, ping_rden;
    wire pong_full, pong_empty, pong_wren, pong_rden;
    wire [DWIDTH-1:0] psum_out, ping_dout, pong_dout;
    reg data_valid_reg, psum_out_valid;
    always @(posedge clk or negedge rstn) begin
        if (~rstn) begin
            data_valid_reg <= 1'b0;
            psum_out_valid <= 1'b0;
        end else begin
            data_valid_reg <= data_valid;
            psum_out_valid <= data_valid_reg;
        end
    end
    reg [4:0] oc_done_reg, ic_done_reg;
    always @(posedge clk or negedge rstn) begin
        if (~rstn) begin
            ic_done_reg <= 'b0;
            oc_done_reg <= 'b0;
        end else begin
            ic_done_reg <= {ic_done_reg[3:0], ic_done};
            oc_done_reg <= {oc_done_reg[3:0], oc_done};
        end
    end
    wire psum_in_valid, switch_en;
    assign psum_in_valid = ic_done_reg[4];
    assign switch_en = oc_done_reg[4];
    reg fifo_sel;
    always @(posedge clk or negedge rstn) begin
        if (~rstn) begin
            fifo_sel <= 1'b0;
        end else if (switch_en) begin
            fifo_sel <= ~fifo_sel;
        end
    end
    reg ping_psum_state, ping_sum_state;
    reg pong_psum_state, pong_sum_state;
    wire ping_psum_state_nxt, ping_sum_state_nxt;
    wire pong_psum_state_nxt, pong_sum_state_nxt;
    assign ping_psum_state_nxt = ping_psum_state ? ~switch_en : psum_in_valid & ~fifo_sel;
    assign pong_psum_state_nxt = pong_psum_state ? ~switch_en : psum_in_valid & fifo_sel;
    assign ping_sum_state_nxt  = ping_sum_state ? ~ping_empty : switch_en & ~fifo_sel;
    assign pong_sum_state_nxt  = pong_sum_state ? ~pong_empty : switch_en & fifo_sel;
    always @(posedge clk or negedge rstn) begin
        if (~rstn) begin
            ping_psum_state <= 1'b0;
            pong_psum_state <= 1'b0;
            ping_sum_state  <= 1'b0;
            pong_sum_state  <= 1'b0;
        end else begin
            ping_psum_state <= ping_psum_state_nxt;
            pong_psum_state <= pong_psum_state_nxt;
            ping_sum_state  <= ping_sum_state_nxt;
            pong_sum_state  <= pong_sum_state_nxt;
        end
    end
    wire [DWIDTH-1:0] psum_in;
    assign psum_in = fifo_sel&pong_psum_state ? pong_dout : (
                ~fifo_sel&ping_psum_state ? ping_dout : 'b0);
    assign ping_wren = ~(ping_full | fifo_sel) & psum_out_valid;
    assign pong_wren = ~pong_full & fifo_sel & psum_out_valid;
    assign ping_rden = ping_sum_state ? ~ping_empty : ~ping_empty & data_valid & ping_psum_state;
    assign pong_rden = pong_sum_state ? ~pong_empty : ~pong_empty & data_valid & pong_psum_state;
    assign result_valid = (ping_sum_state & ping_rden) | (pong_sum_state & pong_rden);
    assign result = fifo_sel ? ping_dout : pong_dout;
    psum_add #(
        .DWIDTH(DWIDTH)
    ) u_psum_add (
        .clk     (clk),
        .rstn    (rstn),
        .pe0_data(pe0_data),
        .pe1_data(pe1_data),
        .pe2_data(pe2_data),
        .psum_in (psum_in),
        .psum_out(psum_out)
    );
    syncfifo #(
        .DWIDTH(DWIDTH),
        .AWIDTH(AWIDTH)
    ) ping_fifo (
        .clk (clk),
        .rstn(rstn),
        .full(ping_full),
        .wren(ping_wren),
        .din (psum_out),
        .empty(ping_empty),
        .rden (ping_rden),
        .dout (ping_dout)
    );
    syncfifo #(
        .DWIDTH(DWIDTH),
        .AWIDTH(AWIDTH)
    ) pong_fifo (
        .clk (clk),
        .rstn(rstn),
        .full(pong_full),
        .wren(pong_wren),
        .din (psum_out),
        .empty(pong_empty),
        .rden (pong_rden),
        .dout (pong_dout)
    );
endmodule
module syncfifo #(
    parameter DWIDTH = 8,
    parameter AWIDTH = 4
) (   
    input  wire                 clk, rstn,
    input  wire                 wren, rden,
    input  wire [DWIDTH-1:0]    din,
    output wire [DWIDTH-1:0]    dout,
    output wire                 full,
    output wire                 empty
);  
    parameter DEPTH = 1 << AWIDTH;
    reg [AWIDTH-1:0] wptr, rptr;
    wire [AWIDTH-1:0] wptr_nxt, rptr_nxt;
    reg  [AWIDTH:0] pptr;
    wire [AWIDTH:0] pptr_nxt;
    assign empty = pptr == 0;
    assign full = pptr == DEPTH;
    assign pptr_nxt = ~(wren^rden) ? pptr : (
                    wren&(~full) ? pptr + 1'b1 : (
                    rden&(~empty) ? pptr - 1'b1 : pptr));
    always @(posedge clk or negedge rstn) begin
        if (~rstn) begin
            pptr <= 0;
        end else begin
            pptr <= pptr_nxt;
        end
    end
    assign wptr_nxt = wren & (~full) ? wptr + 1'b1 : wptr;
    always @(posedge clk or negedge rstn) begin
        if (~rstn) begin
            wptr <= 0;
        end else begin
            wptr <= wptr_nxt;
        end
    end
    assign rptr_nxt = rden & (!empty) ? rptr + 1'b1 : rptr;
    always @(posedge clk or negedge rstn) begin
        if (~rstn) begin
            rptr <= 0;
        end else begin
            rptr <= rptr_nxt;
        end
    end
    fifomem #(
        .DWIDTH(DWIDTH),
        .AWIDTH(AWIDTH)
    ) u_fifomem (
        .clk  (clk),
        .wen  (wren & (~full)),
        .waddr(wptr),
        .raddr(rptr),
        .wdata(din),
        .rdata(dout)
    );
endmodule
$ cat design/flow/run.sh
#!/bin/bash
# OpenROAD 26Q1-2900-gdf79404cd8, Yosys 0.63+post, stock flow scripts
make -C /OpenROAD-flow-scripts/flow DESIGN_CONFIG=/design/flow/config.mk WORK_HOME=/design/flow/orfs finish
$ cat design/flow/config.mk
export PLATFORM = sky130hd
export DESIGN_NAME = rf_psum
export DESIGN_NICKNAME = rf_psum
export VERILOG_FILES = /design/flow/design.v
export SDC_FILE = /design/flow/constraint.sdc
export NUM_CORES = 4
export LEC_CHECK = 1
export CORE_UTILIZATION = 50
export SYNTH_HDL_FRONTEND = slang
$ cat design/flow/constraint.sdc
current_design rf_psum

set clk_period 28.9
set clk_io_pct 0.2

create_clock -name clk0 -period $clk_period [get_ports {clk}]

set non_clock_inputs [all_inputs -no_clocks]
set_input_delay [expr $clk_period * $clk_io_pct] -clock clk0 $non_clock_inputs
set_output_delay [expr $clk_period * $clk_io_pct] -clock clk0 [all_outputs]
==> Changelog: implementation <==
### Physical design

- Status: finished clean
- Fraction of synthesized area in multiplexers: 15.8%
- Fraction of the yosys area taken by sequential cells: 71.2%
- Overflow after GRT: 0
- Synth Area in Simple Gates: 2.58%
- Adder-cell share of the synthesized area: 3.10%
- Commonest non-fill, non-tap cells in the layout: sky130_fd_sc_hd__edfxtp_1 (1,024), sky130_fd_sc_hd__mux4_2 (318), sky130_fd_sc_hd__clkdlybuf4s50_1 (132)
- Drt pass-1 iters: 4
- XOR/XNOR Area Share: 1.97%
- Pins Over Slew Limit: 0
- DIE AREA: 97,400 um^2
- Die height: 312 um
- Switching component of the power: 1.95 mW
- Initial antenna violation count: 1
- Post-synth top area share: 64.0%
- Io pins: 134
- Antenna cell count: 0
- Total routing resource utilization after global routing: 26.8%
- Top post-synthesis cells by area: sky130_fd_sc_hd__edfxtp_1 (64%), sky130_fd_sc_hd__mux4_2 (15%), sky130_fd_sc_hd__dfrtp_1 (7.2%), sky130_fd_sc_hd__ha_1 (2.9%), sky130_fd_sc_hd__xnor2_1 (1.4%)
- Cts bufs inserted: 117
- Startpoint-to-endpoint class of the critical path: reg2out
- Post-Synthesis Cells: 2,425
- Area fraction in compound gates after synthesis: 4.28%
- P per Cell Area: 111 nW/um^2
- Number of instances resized during post-cts repair: 0
- Share of total power in sequential cells: 39.6%
- Synthesized chip area reported by yosys: 48,100 um^2
- Clock latency reported for the late side of the worst-skew pair: 0.70 ns
- Total internal power: 4.17 mW
- Number of cells on the worst reg-to-reg path: 15
- Worst Hold Class: reg2reg
- Utilization after layout: 58.2%
- Setup repair after global routing missed its margin: false
- Post-Place Cells: 3,801
- Yosys warning count: 0
- Area growth from synthesis to layout: 15.1%
- Core Util at FP: 50.5%
- Total number of H-tree levels: 3
- Minimum period implied by the final worst setup slack: 10.0 ns
- Horizontal die size: 312 um
- Signal arrival time at the worst endpoint: 4.22 ns
- TritonCTS sink count: 1,163
- Fraction of layout instances using a drive strength above 1: 24.5%
- Critical path capture point type: primary output
- Drt via density: 5.95
- Biggest regs: ping_fifo.u_fifomem.mem: 512 flops, pong_fifo.u_fifomem.mem: 512 flops
- Capturing point of the worst reg2reg path: u_psum_add.psum1[30]
- Async set or reset register ratio after synthesis: 12.0%
- Final cell count without fillers: 4,022
- Post-synth EDFFs: 1,024
- Hold Startpoint: oc_done_reg[2]
- Global-route wire length before repair: 169,000 um
- Total Negative Setup Slacks: 0 ns
- Global-route met1 utilization: 35.5%
- Maximum buffer depth of the clock tree: 3
- Distinct cells, synth: 68
- Kind of start point of the critical path: flip-flop
- Post-CTS setup buffer count: 0
- Worst setup timing slack at the placement stage: 19.50 ns
- Biggest fanout along the worst timing path: 37
- Clock tree from TritonCTS: done
- Mean post-synth cell area: 19.8 um^2
- Post-synth top area cell: sky130_fd_sc_hd__edfxtp_1
- Met2 track utilization from global routing: 39.3%
- Number of global-route vias before repair: 26,317
- Transition time of the tightest slew-check pin: 1.03 ns
- Max-capacitance violation count: 0
- Net Sw Frac: 31.8%
- Max Freq: 100 MHz
- Number of buffers inserted for hold repair after clock tree synthesis: 0
- Met3 track demand over resource in global routing: 19.6%
- Most Used Layer, Global Route: met2
- Fraction of power consumed by combinational cells: 34.3%
- Portion of the clock cycle consumed by the worst path in the final layout: 34.6%
- Total via count in the routed design: 23,944
- Final antenna-violating net count: 0
- FF+latch count, synth: 1,163
- Worst-case hold path end point: oc_done_reg[3]
- Largest combinational cell category by area: multiplexers
- Cell at the root of the clock tree: sky130_fd_sc_hd__clkbuf_16
- Final setup slack of the worst path: 18.90 ns
- Clock transition at the registers of the reported paths: 0.06 ns
- Row cnt: 113
- Post-synthesis cell area: 48,100 um^2
- Total detailed-routing wirelength: 114,000 um
- Number of I/O port buffers: 133
- Global placer's final weighted congestion: 0.886
- Wirelength per Cell: 28.3 um
- Count of routing violations after the opening detailed-route iteration: 1,316
- Placeable Area: 95,200 um^2
- Reg2reg start: ping_fifo.rptr[0]
- Top FF cell, synth: sky130_fd_sc_hd__edfxtp_1
- Share of power burned in the clock network: 26.1%
- # Cells Yosys: 2,425
- Worst path required time: 23.12 ns
- Maximum number of pins on one net before global-route repair: 53
- Number of stages on the worst hold path: 0
- Most frequent standard cell in the layout excluding fill and tap cells: sky130_fd_sc_hd__edfxtp_1
- Final tally of hold violations: 0
- Number of remaining DRC errors: 0
- Endpoints failing setup: 0
- Worst setup skew after layout: 0.0276 ns
- Worst vdd rail ir drop: 0.0604 mV
- Relative slew slack: 31.1%
- Register-to-Register Setup Slack: 22.85 ns
- Total number of warnings across the stage logs: 34
- P_leak: 18.8 nW
- HPWL after detailed placement: 64,600 um
- Overall Power: 6.12 mW
power groups by stage:
stage / logic [mW] / clock network (mW) / registers, mW
finish: 2.10 / 1.60 / 2.42
global route: 2.31 / 1.69 / 2.46
CTS: 2.14 / 1.63 / 2.43
per-stage QoR:
| step | area (um^2) | hold WS, ns |
|---|---|---|
| after floorplan | 48100 | 0.331 |
| final | 55300 | 0.348 |
| after CTS | 55300 | 0.349 |
| after detailed placement | 51200 | 0.335 |
| after global routing | 55300 | 0.352 |
| after global placement | 51200 | 0.332 |
cells by family (layout without fill, tap and decap cells):
logic type / Yosys count / count (layout)
AOI/OAI and AO/OA: 304 / 304
xor gates and xnor gates: 108 / 108
adders and majority gates: 116 / 116
buffers and inverters: 130 / 462
DFF: 1163 / 1163
muxes: 356 / 356
and+or+nand+nor: 248 / 248
synth_stat cells (all sizes together), types with 6 or more instances:
| cell type | number |
|---|---|
| o31ai | 6 |
| mux2 | 36 |
| inv | 32 |
| o21bai | 10 |
| a21oi | 89 |
| ha | 111 |
| o21a | 11 |
| a22o | 31 |
| dfrtp | 139 |
| and2 | 37 |
| buf | 41 |
| xor2 | 33 |
| a211oi | 8 |
| a21o | 48 |
| clkbuf | 57 |
| nor3 | 12 |
| nor2 | 56 |
| mux4 | 318 |
| nand4 | 14 |
| nand3 | 26 |
| nand2 | 59 |
| nor2b | 9 |
| xnor2 | 75 |
| o21ai | 50 |
| and3 | 7 |
| a31oi | 12 |
| or2 | 6 |
| edfxtp | 1024 |
worst max-delay path: stages, from the launching register on:
cell                              delay [ns]
sky130_fd_sc_hd__dfrtp_4                0.88
sky130_fd_sc_hd__buf_4                  0.72
sky130_fd_sc_hd__mux4_2                 0.60
sky130_fd_sc_hd__mux4_2                 0.48
sky130_fd_sc_hd__mux2_2                 0.28
sky130_fd_sc_hd__clkdlybuf4s50_1        0.49
area by class of cell:
cell class                      instances  area (um^2)
Sequential cell                      1163        34200
Multi-Input combinational cell       1132        13400
Clock inverter                         77          956
Fill cell                            6688        39800
Inverter                               32          120
Tap cell                             1265         1580
Timing Repair Buffer                  209         1900
Clock buffer                          144         3160
routing by layer:
| metal | vias up | part of all wire [%] |
|---|---|---|
| li1 | 10438 | - |
| met1 | 11957 | 33 |
| met2 | 1403 | 48 |
| met3 | 146 | 17 |
| met4 | 0 | 1.9 |
| met5 | - | 0 |
worst max path at each step:
stage,slack (ns),to,from
5_1_grt,18.65,result[17],pong_fifo.rptr[0]
4_1_cts,18.76,result[19],pong_fifo.rptr[0]
6_report,18.90,result[12],ping_fifo.rptr[0]
Power and IR drop assume default switching activity.
